==> design/flow/design.v <==
module video_wr_ctrl#(
    parameter VIDEO_WR_DATA_WIDTH   = 16    ,
    parameter AXI_DATA_WIDTH        = 128   ,
    parameter AXI_ADDR_WIDTH        = 32
    )(
    input                                   i_clk                 ,
    input                                   i_reset               ,
    input                                   i_ddr_init_done       ,
    input   wire [15:0]                     i_wr_video_width      ,
    input   wire [15:0]                     i_wr_video_high       ,
    input   wire                            i_wr_video_field      ,
    input   wire                            i_wr_video_valid      ,
    input   wire [VIDEO_WR_DATA_WIDTH-1:0]  i_wr_video_data       ,
    input   wire [AXI_ADDR_WIDTH-1:0]       i_wr_video_base_addr  ,
    output  wire                            o_wr_buff_req_en      ,
    output  wire                            o_wr_buff_vld         ,
    output  wire [7:0]                      o_wr_buff_burst_len   ,
    output  wire [AXI_ADDR_WIDTH-1:0]       o_wr_buff_addr        ,
    output  wire [AXI_DATA_WIDTH-1:0]       o_wr_buff_data        ,
    output  wire                            o_wr_buff_data_last   ,
    output  wire                            o_wr_buff_frame_reset
    );
    localparam CNT_VIDEO2AXI_COMB_MAX = AXI_DATA_WIDTH/VIDEO_WR_DATA_WIDTH;
    reg                         r_o_wr_buff_req_en     ;
    reg                         r_o_wr_buff_vld        ;
    reg [7:0]                   r_o_wr_buff_burst_len  ;
    reg [AXI_ADDR_WIDTH-1:0]    r_o_wr_buff_addr       ;
    reg [AXI_DATA_WIDTH-1:0]    r_o_wr_buff_data       ;
    reg                         r_o_wr_buff_data_last  ;
    reg                         r_o_wr_buff_frame_reset;
    (* dont_touch ="true" *) reg reset_ff0;
    (* dont_touch ="true" *) reg reset_ff1;
    (* dont_touch ="true" *) reg reset_sync;
    reg ddr_init_done_ff0,ddr_init_done_ff1;
    reg i_wr_video_field_ff0;
    reg i_wr_video_valid_ff0;
    reg [VIDEO_WR_DATA_WIDTH-1:0] i_wr_video_data_ff0;
    reg ddr_wr_en;
    reg [AXI_ADDR_WIDTH-1:0] r_i_w_video_base_addr;
    reg [15:0] r_i_w_video_width;
    reg [15:0] cnt_pixel;
    reg [$clog2(CNT_VIDEO2AXI_COMB_MAX)-1:0] cnt_comb;
    reg [7:0]   cnt_wr_burst;
    reg [4:0]   cnt_frame_reset_sync;
    wire wr_video_field_rise,wr_video_field_fall;
    wire line_last;
    assign o_wr_buff_req_en      = r_o_wr_buff_req_en     ;
    assign o_wr_buff_vld         = r_o_wr_buff_vld        ;
    assign o_wr_buff_burst_len   = r_o_wr_buff_burst_len  ;
    assign o_wr_buff_addr        = r_o_wr_buff_addr       ;
    assign o_wr_buff_data        = r_o_wr_buff_data       ;
    assign o_wr_buff_frame_reset = r_o_wr_buff_frame_reset;
    assign o_wr_buff_data_last   = r_o_wr_buff_data_last  ;
    assign wr_video_field_rise = ddr_wr_en ? i_wr_video_field && ~i_wr_video_field_ff0 : 0;
    assign wr_video_field_fall = ddr_wr_en ? ~i_wr_video_field && i_wr_video_field_ff0 : 0;
    assign line_last = i_wr_video_field_ff0 & i_wr_video_valid_ff0 && (cnt_pixel == r_i_w_video_width-1);
    always@(posedge i_clk)begin
        reset_ff0  <= i_reset;
        reset_ff1  <= reset_ff0;
        reset_sync <= reset_ff1;
    end
    always@(posedge i_clk)begin
        if(reset_sync)
            cnt_frame_reset_sync <= 0;
        else if(cnt_frame_reset_sync == 12)
            cnt_frame_reset_sync <= 0;
        else if(wr_video_field_rise || cnt_frame_reset_sync)
            cnt_frame_reset_sync <= cnt_frame_reset_sync + 1;
        else
            cnt_frame_reset_sync <= cnt_frame_reset_sync;
    end
    always@(posedge i_clk)begin
        if(reset_sync)
            r_o_wr_buff_frame_reset <= 1;
        else
            r_o_wr_buff_frame_reset <= cnt_frame_reset_sync != 0;
    end
    always@(posedge i_clk)begin
        ddr_init_done_ff0 <= i_ddr_init_done;
        ddr_init_done_ff1 <= ddr_init_done_ff0;
    end
    always@(posedge i_clk)begin
        if(reset_sync)
            ddr_wr_en <= 0;
        else if(~i_wr_video_field)
            ddr_wr_en <= ddr_init_done_ff1;
        else
            ddr_wr_en <= ddr_wr_en;
    end
    always@(posedge i_clk)begin
        if(ddr_wr_en)begin
            i_wr_video_field_ff0 <= i_wr_video_field;
            i_wr_video_valid_ff0 <= i_wr_video_valid;
            i_wr_video_data_ff0  <= i_wr_video_data;
        end
        else begin
            i_wr_video_field_ff0 <= 0;
            i_wr_video_valid_ff0 <= 0;
            i_wr_video_data_ff0  <= 0;
        end
    end
    always@(posedge i_clk)begin
        if(wr_video_field_rise)begin
            r_i_w_video_base_addr <= i_wr_video_base_addr;
            r_i_w_video_width     <= i_wr_video_width >= 16'h1000 ? 16'h1000 : i_wr_video_width;
        end
        else begin
            r_i_w_video_base_addr <= r_i_w_video_base_addr;
            r_i_w_video_width     <= r_i_w_video_width    ;
        end
    end
    always@(posedge i_clk)begin
        if(reset_sync)
            cnt_pixel <= 0;
        else if(~i_wr_video_field_ff0 || line_last)
            cnt_pixel <= 0;
        else if(i_wr_video_field_ff0 && i_wr_video_valid_ff0)
            cnt_pixel <= cnt_pixel + 1;
        else
            cnt_pixel <= cnt_pixel;
    end
    always@(posedge i_clk)begin
        if(reset_sync)
            cnt_comb <= 0;
        else if(~i_wr_video_field_ff0 || line_last)
            cnt_comb <= 0;
        else if(i_wr_video_field_ff0 && i_wr_video_valid_ff0 && cnt_comb == CNT_VIDEO2AXI_COMB_MAX-1)
            cnt_comb <= 0;
        else if(i_wr_video_field_ff0 && i_wr_video_valid_ff0)
            cnt_comb <= cnt_comb + 1;
        else
            cnt_comb <= cnt_comb;
    end
    always@(posedge i_clk)begin
        if(reset_sync)
            cnt_wr_burst <= 0;
        else if(~i_wr_video_field_ff0 || line_last)
            cnt_wr_burst <= 0;
        else if(i_wr_video_field_ff0 && i_wr_video_valid_ff0 && cnt_comb == CNT_VIDEO2AXI_COMB_MAX-1)
            cnt_wr_burst <= cnt_wr_burst + 1;
        else
            cnt_wr_burst <= cnt_wr_burst;
    end
    always @(posedge i_clk) begin
        if (reset_sync)
            r_o_wr_buff_vld <= 0;
        else if ( (cnt_comb == CNT_VIDEO2AXI_COMB_MAX-1 || line_last) &&  i_wr_video_field_ff0 && i_wr_video_valid_ff0) 
            r_o_wr_buff_vld <= 1'b1;
        else 
            r_o_wr_buff_vld <= 0;
    end
    genvar i;
    generate 
        for(i = 0 ; i <= CNT_VIDEO2AXI_COMB_MAX-1 ; i = i + 1)begin
            always@(posedge i_clk)begin
                if(reset_sync)
                    r_o_wr_buff_data[( VIDEO_WR_DATA_WIDTH*(i+1)-1) : VIDEO_WR_DATA_WIDTH*i] <= 0;
                else if (i_wr_video_field_ff0 && i_wr_video_valid_ff0 && cnt_comb == i) 
                    r_o_wr_buff_data[(VIDEO_WR_DATA_WIDTH*(i+1)-1) : VIDEO_WR_DATA_WIDTH*i] <= i_wr_video_data_ff0;
            end
        end
    endgenerate 
    always @(posedge i_clk) begin
        if (reset_sync) begin
            r_o_wr_buff_req_en    <= 0;  
            r_o_wr_buff_data_last <= 0;      
        end
        else begin
            r_o_wr_buff_req_en    <= line_last;
            r_o_wr_buff_data_last <= line_last;
        end   
    end
    always @(posedge i_clk) begin
        if (reset_sync) 
            r_o_wr_buff_burst_len <= 0;
        else if (line_last) 
            r_o_wr_buff_burst_len <= cnt_wr_burst;
        else 
            r_o_wr_buff_burst_len <= r_o_wr_buff_burst_len;
    end
    always @(posedge i_clk) begin
        if (reset_sync) 
            r_o_wr_buff_addr <= 0;
        else if (wr_video_field_rise) 
            r_o_wr_buff_addr <= i_wr_video_base_addr;
        else if (o_wr_buff_req_en)
            r_o_wr_buff_addr <= r_o_wr_buff_addr + 16'h1000;  
        else 
            r_o_wr_buff_addr <= r_o_wr_buff_addr;
    end
endmodule
==> design/flow/run.sh <==
#!/bin/bash
# OpenROAD 26Q1-2900-gdf79404cd8, Yosys 0.63+post, stock flow scripts
make -C /OpenROAD-flow-scripts/flow DESIGN_CONFIG=/design/flow/config.mk WORK_HOME=/design/flow/orfs finish
==> design/flow/config.mk <==
export PLATFORM = sky130hd
export DESIGN_NAME = video_wr_ctrl
export DESIGN_NICKNAME = video_wr_ctrl
export VERILOG_FILES = /design/flow/design.v
export SDC_FILE = /design/flow/constraint.sdc
export NUM_CORES = 4
export LEC_CHECK = 1
export CORE_UTILIZATION = 50
==> design/flow/constraint.sdc <==
current_design video_wr_ctrl

set clk_period 6.4
set clk_io_pct 0.2

create_clock -name clk0 -period $clk_period [get_ports {i_clk}]

set non_clock_inputs [all_inputs -no_clocks]
set_input_delay [expr $clk_period * $clk_io_pct] -clock clk0 $non_clock_inputs
set_output_delay [expr $clk_period * $clk_io_pct] -clock clk0 [all_outputs]
==> Changelog: implementation <==
### Implementation results

* # rows at around 50
* Area grow syn2layout at 33.4%
* Worst slack at placement at 2900 ps
* Post-Synthesis Cells at 1139
* Synth unique cells at between 40 and 50
* Yosys simple share at 23.8%
* Ys cells at between 1000 and 1500
* Synth area leader: dfxtp_1
* Routability congestion estimate at 0.870
* TritonCTS clock tree: built
* Critical path depth in cells at 9
* Yosys chip area at 9620 um2
* Fp_density at 51.3%
* Synth top area cells: dfxtp_1, nand2_1, a21oi_1, edfxtp_1, xor2_1
* Relative slew slack at 45.1%
* DIE WIDTH at approximately 140 um
* PD cells at 251 nW/um2
* Root buffer cell: clkbuf_16
* Clk_skew at approximately 14 ps
* Clock H-tree levels at 1
* Crit share post-route at 51.8%
* Core box area at 18800 um2
* Die area at approximately 20000 um2
* Clock Sinks at about 240
* Seq share, synth at a little over half
* HPWL after DPL at 16.5 mm
* R2R Path Start: r_i_w_video_width[0]
* Xor+xnor area frac at under 10%
* Final Util at 68.4%
* Share of layout cells above drive strength 1 at 4.89%
* Yosys top cell area share at between 40% and 50%
* And-or/or-and share of the synthesized area at 11.7%
* Post-Syn Area at around 9600 um2
* Final setup TNS at 0 ps
* Drt drc at 0
* # diodes at 0
* Ys flops at 243
* Crit path kind: register to register
* Worst setup EP type: register
* Setup crit start: r_i_w_video_width[0]
* Fin. max-slew vios at 0
* Die H at between 100 and 150 um
* Fin crit period at 3310 ps
* Crit path max fanout at 27
* Post-CTS sizing at 0
* Startpoint Class: register
* GRT overflow at 0
* FMAX at a little over 0.3 GHz
* Cts hold-fix bufs at 0
* Clk ins delay skew pair at 520 ps
* Slowest cell delay on critical path at around 600 ps
* DRT Pass-1 Iters at 5
* Peak VDD IR at ~0.18 mV
* R2r endpoint: cnt_comb[2]
* All-Layer GR Usage at 26.3%
* Final setup fails at 0
* Hold Worst Slack at 325 ps
* Number of DRC markers in iteration 0 at about 600
* CP required at 6780 ps
* Crit path DAT at 3690 ps
* Vias per cell at a little over 5
* Ports at 257
* Post-Place Cells at 1538
* Max Cap Violations at 0
* Number of enable flip-flop cells at 16
* Buf/Inv on CP at 1
* Final hold violations at 0
* Outcome: finished, final reports clean
* Vias at 8182
* Post-Layout Cell Count at between 1500 and 2000
* Count of input and output buffers at 240
* Static Leakage at 4.38 nW
* Clk pin slew, worst setup/hold paths at 60 ps
* Worst Hold Class: register to register
* Top logic family: simple AND/OR/NAND/NOR gates
* Post-route setup slack at 3090 ps
* Least-Margin Pin Slew at approximately 820 ps
* Synth warn at 1
* Crit-path leading delay family: simple AND/OR/NAND/NOR gates
* First-pass GRT wire length at 39.7 mm
* Max clock buf depth at 3
* Dominant flop cell: dfxtp_1
* Initial antenna violation count at 0
* Routed wire length at 25.0 mm
* Worst path cell trace: inv_1 -> ha_1 -> or4b_4 -> nor3_4 -> mux2i_1 -> mux2_2 -> or4_4 -> o21ai_4 -> nor3_1
* CP max-delay cell: or4_4
* Worst R2R Path Depth at 9
* Largest net degree at the start of global routing at 79
* Routed wire length per instance at between 15 and 20 um
* CTS Buf Count at 25
* Mux share at 0.858%
* Adder share at roughly 1.6%
* Critical Path End: cnt_comb[2]
* RSZ-0062 raised after global routing: false
* Stage-log warning count at 47
* Synth Area per Inst at 8.45 um2
* Asr flop ratio synth at 0%
* # Post-CTS Setup Buffers at 0
* Vias in the first global route at 7538
* Routed Antenna Nets at 0
* FF-to-FF setup slack at 3090 ps
cell usage after synthesis, drive strengths merged, types with 9 or more instances:
library cell	n
a211oi	17
a21oi	156
and2	31
and3	13
buf	22
clkbuf	61
dfxtp	227
edfxtp	16
ha	12
inv	15
nand2	316
nand3	28
nand4	13
nor2	67
nor3	12
o21ai	16
or3	9
xnor2	26
xor2	31
kinds of logic after synthesis:
kind of cell | count (synthesis)
other | 1
AOI/OAI and AO/OA | 203
muxes | 8
xor gates and xnor gates | 57
adders and majority gates | 12
and+or+nand+nor | 517
DFF | 243
buffers and inverters | 98
sequential cells by signal, indices dropped and copies added (netlist names), 3 cells and up:
signal,count
r_o_wr_buff_data,128
cnt_pixel,16
r_o_wr_buff_burst_len,8
i_wr_video_data_ff0,16
cnt_wr_burst,8
r_o_wr_buff_addr,32
r_i_w_video_width,16
cnt_comb,3
cnt_frame_reset_sync,5
cell usage in the layout, fill, tap and decap left out, types with 9 or more instances in the layout:
master	n
nand2_1	316
clkdlybuf4s50_1	240
dfxtp_1	226
a21oi_1	156
nor2_1	67
xor2_1	31
and2_1	31
nand3_1	28
xnor2_1	26
clkbuf_16	26
a211oi_1	17
edfxtp_1	16
inv_1	15
o21ai_0	15
nand4_1	13
and3_1	13
ha_1	12
nor3_1	11
clkinv_2	10
or3_1	9
worst min path at each step:
stage,from,end,slack [ps],cells after the start
after global routing,ddr_init_done_ff0,ddr_init_done_ff1,340,0
final,reset_ff1,reset_sync,320,0
after CTS,reset_ff1,reset_sync,320,0
report_power, final:
part	total [mW]	internal, mW	switching, mW
registers	1.59	1.55	0.0355
logic	0.139	0.0816	0.0573
clock network	1.50	0.906	0.595
metal layers:
layer  track usage, %  vias up  share of wire, %
met1             40.5     3784                46
met3             6.89       33               7.8
li1                 -     4148                 -
met2             39.6      217                44
met4             4.58        0               1.9
met5                0        -                 0
final cells by class:
| type | count | area [um2] |
|---|---|---|
| fill | 1514 | 5930 |
| multi-input combinational | 800 | 4150 |
| tap | 234 | 293 |
| timing repair buffer | 246 | 2450 |
| clock buffer | 31 | 709 |
| inverter | 15 | 56.3 |
| sequential | 243 | 5030 |
| clock inverter | 14 | 149 |
metrics by stage:
step	total power, mW	area, um2
after floorplan	1.68	9630
after global placement	1.76	12000
after detailed placement	1.76	12000
after CTS	3.25	12800
after global routing	3.33	12800
final	3.23	12800
No activity file was given, so power comes from the tool's default toggle rates.
