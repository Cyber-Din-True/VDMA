File: ./run.sh
#!/bin/bash
# OpenROAD 26Q1-2900-gdf79404cd8, Yosys 0.63+post, stock flow scripts
make -C /OpenROAD-flow-scripts/flow DESIGN_CONFIG=/design/flow/config.mk WORK_HOME=/design/flow/orfs finish
File: ./constraint.sdc
current_design video_rd_ctrl

set clk_period 5.4
set clk_io_pct 0.2

create_clock -name clk0 -period $clk_period [get_ports {i_clk}]

set non_clock_inputs [all_inputs -no_clocks]
set_input_delay [expr $clk_period * $clk_io_pct] -clock clk0 $non_clock_inputs
set_output_delay [expr $clk_period * $clk_io_pct] -clock clk0 [all_outputs]
File: ./design.v
module video_rd_ctrl#(
    parameter VIDEO_RD_DATA_WIDTH   = 16    ,
    parameter AXI_DATA_WIDTH        = 128   ,
    parameter AXI_ADDR_WIDTH        = 32
    )(
    input                                   i_clk                   ,
    input                                   i_reset                 ,
    input                                   i_ddr_init_done         ,
    input   wire [15:0]                     i_rd_video_width        ,
    input   wire [15:0]                     i_rd_video_high         ,
    input   wire                            i_rd_video_field        ,
    input   wire                            i_rd_video_valid        ,
    input   wire [AXI_ADDR_WIDTH-1:0]       i_rd_video_base_addr    ,
    input   wire                            i_rd_video_frame_mode   ,
    input   wire                            i_rd_video_trig_mode    ,
    output  wire                            o_rd_buff_req_en        ,
    input   wire                            i_rd_buff_req_ready     ,
    output  wire  [7:0]                     o_rd_buff_burst_len     ,
    output  wire  [AXI_ADDR_WIDTH-1:0]      o_rd_buff_data_addr     ,
    output  wire                            o_rd_buff_frame_reset   ,
    output  wire                            o_rd_buff_line_rden     ,
    output  wire  [15:0]                    o_video_width
    );
    localparam CNT_AXI2VIDEO_COMB_MAX = AXI_DATA_WIDTH/VIDEO_RD_DATA_WIDTH;
    localparam RD_FRAME_IDLE     = 5'b00001;
    localparam RD_FRAME_CLEAR    = 5'b00010;
    localparam RD_FRAME_RST_WAIT = 5'b00100;
    localparam RD_FRAME_REQ      = 5'b01000;
    localparam RD_FRAME_END      = 5'b10000;
    reg                           r_o_rd_buff_req_en      ;
    reg [7:0]                     r_o_rd_buff_burst_len   ;
    reg [AXI_ADDR_WIDTH-1:0]      r_o_rd_buff_data_addr   ;
    reg                           r_o_rd_buff_frame_reset ;
    reg [4:0] state_current,state_next;
    (* dont_touch ="true" *) reg reset_ff0;
    (* dont_touch ="true" *) reg reset_ff1;
    (* dont_touch ="true" *) reg reset_sync;
    reg i_rd_video_field_ff0;
    reg i_rd_video_valid_ff0;
    reg ddr_init_done_ff0,ddr_init_done_ff1;
    reg ddr_rd_en;
    reg  [AXI_ADDR_WIDTH-1: 0] r_i_rd_video_base_addr;
    reg  [15:0]                r_i_rd_video_width    ;
    reg  [15:0]                r_i_rd_video_high     ;
    reg  [4:0]  cnt_frame_clear;
    reg  [4:0]  cnt_frame_reset;
    reg  [15:0] line_num;
    wire rd_video_field_rise,rd_video_field_fall;
    wire video_rd_req_trig  ;
    assign o_rd_buff_req_en        = r_o_rd_buff_req_en     ;
    assign o_rd_buff_burst_len     = r_o_rd_buff_burst_len  ;
    assign o_rd_buff_data_addr     = r_o_rd_buff_data_addr  ;
    assign o_rd_buff_frame_reset   = r_o_rd_buff_frame_reset;
    assign o_video_width           = r_i_rd_video_width     ;
    always@(posedge i_clk)begin
        if(reset_sync)
            state_current <= RD_FRAME_IDLE;
        else
            state_current <= state_next;
    end
    always@(*)begin
        case(state_current)
            RD_FRAME_IDLE : begin
                if (video_rd_req_trig)
                    state_next = RD_FRAME_CLEAR;
                else 
                    state_next = state_current; end
            RD_FRAME_CLEAR : begin   
                if (cnt_frame_clear > 5'd12)
                    state_next = RD_FRAME_RST_WAIT;
                else 
                    state_next = state_current; end
            RD_FRAME_RST_WAIT : begin    
                if (cnt_frame_reset > 5'd12)
                    state_next = RD_FRAME_REQ;
                else 
                    state_next = state_current; end
            RD_FRAME_REQ : begin
                if (~i_rd_video_trig_mode && o_rd_buff_req_en && i_rd_buff_req_ready && line_num == r_i_rd_video_high - 1)
                    state_next = RD_FRAME_END;
                else if (i_rd_video_trig_mode && o_rd_buff_req_en && i_rd_buff_req_ready && line_num == 0)
                    state_next = RD_FRAME_END;
                else 
                    state_next = state_current; end
            RD_FRAME_END : begin
                state_next = RD_FRAME_IDLE; end
            default:state_next = RD_FRAME_IDLE;
        endcase
    end
    always @(posedge i_clk) begin
        if (reset_sync) 
            cnt_frame_clear <= 0;
        else if (state_current == RD_FRAME_CLEAR) 
            cnt_frame_clear <= cnt_frame_clear + 1'b1;
        else 
            cnt_frame_clear <= 0;
    end
    always @(posedge i_clk) begin
        if (reset_sync) 
            cnt_frame_reset <= 0;
        else if (state_current == RD_FRAME_RST_WAIT) 
            cnt_frame_reset <= cnt_frame_reset + 1'b1;
        else 
            cnt_frame_reset <= 0;
    end
    always @(posedge i_clk) begin
        if (reset_sync)
            r_o_rd_buff_req_en <= 0;
        else if (r_o_rd_buff_req_en)
            r_o_rd_buff_req_en <= 0;
        else if (state_current == RD_FRAME_REQ && i_rd_buff_req_ready)
            r_o_rd_buff_req_en <= 1'b1;
        else
            r_o_rd_buff_req_en <= r_o_rd_buff_req_en;
    end
    always @(posedge i_clk) begin
        if (reset_sync)
            r_o_rd_buff_frame_reset <= 1'b1;
        else
            r_o_rd_buff_frame_reset <= state_current == RD_FRAME_CLEAR;
    end
    assign rd_video_field_rise = ddr_rd_en ? i_rd_video_field & ~i_rd_video_field_ff0 : 1'b0;
    assign rd_video_field_fall = ddr_rd_en ? ~i_rd_video_field & i_rd_video_field_ff0 : 1'b0;
    assign o_rd_buff_line_rden = ddr_rd_en ? i_rd_video_field & i_rd_video_valid : 1'b0;
    assign video_rd_req_trig = i_rd_video_trig_mode ? rd_video_field_rise : rd_video_field_fall;
    always @(*) begin
        r_o_rd_buff_data_addr <= r_i_rd_video_base_addr + {line_num[11:0], 12'h0};
    end
    always@(posedge i_clk)begin
        reset_ff0  <= i_reset;
        reset_ff1  <= reset_ff0;
        reset_sync <= reset_ff1;
    end
    always@(posedge i_clk)begin
        ddr_init_done_ff0 <= i_ddr_init_done;
        ddr_init_done_ff1 <= ddr_init_done_ff0;
    end
    always@(posedge i_clk)begin
        if(reset_sync)
            ddr_rd_en <= 0;
        else if(~i_rd_video_field)
            ddr_rd_en <= ddr_init_done_ff1;
        else
            ddr_rd_en <= ddr_rd_en;
    end
    always@(posedge i_clk)begin
        if(ddr_rd_en)begin
            i_rd_video_field_ff0 <= i_rd_video_field;
            i_rd_video_valid_ff0 <= i_rd_video_valid;
        end
        else begin
            i_rd_video_field_ff0 <= 0;
            i_rd_video_valid_ff0 <= 0;
        end
    end
    always @(posedge i_clk) begin
        if (video_rd_req_trig) begin
            r_i_rd_video_base_addr <= i_rd_video_base_addr;
            r_i_rd_video_width     <= i_rd_video_width;
            r_i_rd_video_high      <= i_rd_video_high ;
        end 
        else begin
            r_i_rd_video_base_addr <= r_i_rd_video_base_addr;
            r_i_rd_video_width     <= r_i_rd_video_width    ;
            r_i_rd_video_high      <= i_rd_video_high       ;
        end  
    end 
    always @(posedge i_clk) begin
        if (reset_sync) 
            r_o_rd_buff_burst_len <= 0;
        else if (r_i_rd_video_width[$clog2(CNT_AXI2VIDEO_COMB_MAX)-1:0] == 0)
            r_o_rd_buff_burst_len <= r_i_rd_video_width[15:$clog2(CNT_AXI2VIDEO_COMB_MAX)] - 1;
        else 
            r_o_rd_buff_burst_len <= r_i_rd_video_width[15:$clog2(CNT_AXI2VIDEO_COMB_MAX)];
    end
    always @(posedge i_clk) begin
        if (reset_sync) 
            line_num <= 0;
        else if (video_rd_req_trig && ~i_rd_video_trig_mode) 
            line_num <= 0;
        else if (video_rd_req_trig && i_rd_video_trig_mode)
            line_num <= r_i_rd_video_high - 1;
        else if (r_o_rd_buff_req_en && i_rd_buff_req_ready && ~i_rd_video_trig_mode)
            line_num <= line_num + 1;
        else if (r_o_rd_buff_req_en && i_rd_buff_req_ready && i_rd_video_trig_mode)
            line_num <= line_num - 1;
        else 
            line_num <= line_num;
    end
endmodule
File: ./config.mk
export PLATFORM = sky130hd
export DESIGN_NAME = video_rd_ctrl
export DESIGN_NICKNAME = video_rd_ctrl
export VERILOG_FILES = /design/flow/design.v
export SDC_FILE = /design/flow/constraint.sdc
export NUM_CORES = 4
export LEC_CHECK = 1
export CORE_UTILIZATION = 50
==> run notes <==
The flow completed. The run finished with clean final reports. Max-cap violation count landed at 0. Final core area utilization landed at 0.656.

Number of buffers added by the clock tree synthesis step landed at 9. Average via count per standard cell landed at about 5.3. STA classifies the critical path startpoint as a register.

Across all hold checks on the routed design, the worst slack comes to roughly 0.33 ns. Per the final layout report, the fraction of cells sized above drive strength 1 comes to 0.0533. Walking the worst path, the cells encountered are ha_1 -> a2111oi_0 -> o21ai_0 -> a41oi_1 -> o21bai_1 -> a41oi_1 -> nor2_1 -> xor2_1 -> clkdlybuf4s50_1. Number of detailed-route iterations in the first pass landed at 4.

For this design, the CTS-stage hold fixing added 0 buffers. Number of rows in the core area landed at 39. The worst hold path belongs to the class register to register.

Wire length on met3 landed at between 900 and 1000 um. The initial antenna violation count was 0. The data arrival time reported for the critical path is about 3.7 ns. For this run, the chip area from Yosys synthesis comes to around 0.0058 mm2. Internal power comes to about 1400 uW. The share of the Yosys chip area taken by registers is 0.467. The startpoint identified for the worst register-to-register timing path is r_o_rd_buff_req_en. Area after detailed placement landed at slightly above 0.007 mm2. Across the whole layout, storage elements account for approximately 0.0027 mm2. Number of buffers inserted by post-CTS setup repair landed at 0. Final estimated routing congestion in global placement landed at a little under 0.9. The longest clock path from root to sink contains 2 buffers. Post-route period utilization is reported as 0.878. The critical path in this run is classified as register to output pin. Looking at the reg2reg group, the worst path ends at line_num[14]. Wire length of the first global-routing pass landed at ~21000 um. Yosys reported a register bit count of ~110.

TritonCTS sink count landed at 112. Async set-reset flop share out of synthesis landed at 0. Core region area landed at approximately 0.011 mm2. The slowest stage of the critical path belongs to the cell a2111oi_0. Clock tree synthesis selected as its root buffer the cell clkbuf_16. For this block, the via count after detailed routing is about 4.4k. The clock period could shrink to ~4.7 ns. Wire length per cell landed at ~15 um. Top fanout value on the critical path landed at 5. Yosys warning count landed at 1. Via count of the first global-routing pass landed at approximately 4.3k. The DRC violation total left in the routed layout is recorded as 0. Wire length on met1 landed at between 5000 and 6000 um.

For this design the total switching power over the nets is around 410 uW. Clock-pin slew on the worst setup and hold paths landed at around 0.070 ns. Leakage power landed at 0.00282 uW.

Detailed placer's ending HPWL landed at between 9000 and 10000 um. TritonCTS built the clock tree. Sum of internal, switching and leakage power landed at 1800 uW. Among the stages of the critical path, the cell type that occurs most often is a41oi_1. In the routed netlist, the antenna diode instances number 0. The highest metal layer carrying signal wires in the routed design is met4. OpenROAD emitted warnings numbering 29. Counting instances, the worst hold path has a depth of 0.

For this configuration, the core starts out at a cell density of 0.513. Area of combinational cells with multiple inputs landed at approximately 0.0028 mm2. Final instance area landed at approximately 0.0075 mm2. OpenSTA lists the critical path startpoint as line_num[5]. Clock latency on the worst-skew pair, taken at its later pin, is around 0.35 ns. Number of gates given a new drive strength after cts landed at 0. In this run, synthesis inferred 48 flip-flops with an integrated enable. Summed over all layers, the routed wires come to approximately 13000 um. Setup repair after global routing left no endpoint under its margin. Post-synthesis cell count from yosys landed at 572. The analysis reports a worst IR drop on VDD of 0.310 mV. Hold violation total from the final report landed at 0. The worst-case max-slew headroom was logged as 0.425.

Count of final max-slew check failures landed at 0. The report puts the cell count of the worst reg-to-reg path at 10. Across every metal layer, demand over resource in global routing totals 0.233. The placement report lists the number of port buffers as around 130.

Final setup violation count landed at 0. Sequential group share of total power landed at 0.516. The layout has approximately 870 filler cells.

The most critical setup path has its endpoint at o_rd_buff_data_addr[29]. In this run the full chip footprint comes out at 0.0121 mm2. Counting every instance in the synthesized netlist gives between 500 and 600. Dividing the synthesized area by the synthesized cell count gives approximately 10 um2.

Delay of the slowest cell on the worst path landed at 0.55 ns. STA classifies the critical path endpoint as an output pin. Overflow left after global routing landed at 0. The synthesized netlist occupies a cell area of 0.00583 mm2. The report lists the power per cell area as ~240 mW/mm2. The power report attributes to the clock group a share of 0.372.

Die width landed at 110 um. The pin closest to its max-slew limit shows a slew of 0.841 ns. Nets still carrying antenna violations after routing amount to 0.

The data required time reported for the critical path is 4.32 ns. Height of the chip landed at roughly 110 um. Per the CTS log, the maximum H-tree level is 3. Looking at the cell usage after synthesis, the top flip-flop cell is dfxtp_1. Upper clock frequency limit landed at around 0.21 GHz.

The timing report gives the worst reg2reg path a setup slack of approximately 2.0 ns. Counting distinct cell types in the post-synthesis netlist gives around 66. Total negative setup slack landed at 0 ns. Layout overhead on the synthesized area landed at 27.9%.

The power report attributes to the combinational group a share of 0.111. Entering global routing, the biggest net connects between 50 and 60 pins. Once iteration 0 of detailed routing completed, the report listed about 260 DRC markers. On the final layout, the worst clock skew is 0.00486 ns.

I/O pin count landed at around 130. The switching portion of total power comes to 0.228. Detailed-routed wire length on met2 landed at 5760 um.
[Yosys cell counts (9+ instances only)]
cell type  count  area [um2]
nor2_1        56         210
xor2_1        17         149
a211oi_1      13        97.6
nand2_1       40         150
a21o_1        10        75.1
ha_1          32         400
and3_1        10        62.6
nor4_1        12        75.1
edfxtp_1      48        1440
xnor2_1       42         368
o21ai_0       31         155
dfxtp_1       64        1280
a21oi_1       30         150
nand3_1        9        45.0
buf_4         12        90.1
inv_1         26        97.6
[layout by cell type (no fill, tap or decap), types with 12 or more instances in the layout]
| cell type | netlist | layout |
|---|---|---|
| a211oi_1 | 13 | 13 |
| a21oi_1 | 30 | 30 |
| clkdlybuf4s50_1 | 0 | 129 |
| dfxtp_1 | 64 | 64 |
| edfxtp_1 | 48 | 48 |
| ha_1 | 32 | 32 |
| inv_1 | 26 | 27 |
| nand2_1 | 40 | 40 |
| nor2_1 | 56 | 56 |
| nor4_1 | 12 | 12 |
| o21ai_0 | 31 | 31 |
| xnor2_1 | 42 | 42 |
| xor2_1 | 17 | 17 |
[routing by layer]
metal,vias up,GRT usage
li1,2297,-
met1,2022,0.356
met2,108,0.356
met3,16,0.0701
met4,0,0.0343
met5,-,0
[flip-flops by register name (all words and copies together) (netlist names)]
signal                   cells
reset_sync                   1
r_o_rd_buff_frame_reset      1
cnt_frame_clear              5
state_current                5
cnt_frame_reset              5
r_o_rd_buff_req_en           1
reset_ff1                    1
r_i_rd_video_width          16
reset_ff0                    1
ddr_rd_en                    1
r_i_rd_video_high           16
ddr_init_done_ff0            1
r_o_rd_buff_burst_len        8
i_rd_video_field_ff0         1
r_i_rd_video_base_addr      32
ddr_init_done_ff1            1
line_num                    16
[critical path: cells and delay by family, from the launching register on]
kind                       cells  cell delay [ns]
DFF                            1             0.49
AOI/OAI and AO/OA              5             1.72
and+or+nand+nor                1             0.11
adders and majority gates      1             0.34
xor gates and xnor gates       1             0.17
buffers and inverters          1             0.48
[power groups by stage]
stage / clock network (uW) / registers (uW) / logic, uW
6_report: 669 / 927 / 200
5_1_grt: 719 / 931 / 220
4_1_cts: 693 / 927 / 201
[cell families after synthesis]
logic type      count (synthesis)  share of synthesized area
simple gates                  180                      0.157
mux                             4                    0.00729
fa+ha+maj                      34                     0.0755
compound gates                129                      0.147
buf+inv                        51                     0.0459
xor+xnor                       62                      0.101
flops                         112                      0.467
[per-stage QoR]
step | std cells | setup slack, ns
finish | 837 | 0.657
global route | 837 | 0.339
CTS | 837 | 0.667
detailed placement | 821 | 0.736
global placement | 821 | 0.729
floorplan | 572 | 1.79
[worst min path at each step]
stage | from | end
after CTS | reset_ff1 | reset_sync
after global routing | reset_ff1 | reset_sync
final | reset_ff1 | reset_sync
[layout make-up]
class,instances,share of cell area
Multi-Input combinational cell,409,0.381
Tap cell,143,0.0240
Clock buffer,11,0.0354
Timing Repair Buffer,131,0.175
Inverter,26,0.0131
Clock inverter,5,0.00621
Sequential cell,112,0.365
No activity file was given, so power comes from the tool's default toggle rates.
